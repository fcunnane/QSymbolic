--- /design/flow/config.mk ---
export PLATFORM = sky130hd
export DESIGN_NAME = symbolic_qkd_register
export DESIGN_NICKNAME = symbolic_qkd_register
export VERILOG_FILES = /design/flow/design.v
export SDC_FILE = /design/flow/constraint.sdc
export NUM_CORES = 4
export LEC_CHECK = 1
export CORE_AREA = 10 10 106 106
export DIE_AREA = 0 0 116 116
--- /design/flow/constraint.sdc ---
current_design symbolic_qkd_register

set clk_period 2.7
set clk_io_pct 0.2

create_clock -name clk0 -period $clk_period [get_ports {clk}]

set non_clock_inputs [all_inputs -no_clocks]
set_input_delay [expr $clk_period * $clk_io_pct] -clock clk0 $non_clock_inputs
set_output_delay [expr $clk_period * $clk_io_pct] -clock clk0 [all_outputs]
--- /design/flow/run.sh ---
#!/bin/bash
# OpenROAD 26Q1-2900-gdf79404cd8, Yosys 0.63+post, stock flow scripts
make -C /OpenROAD-flow-scripts/flow DESIGN_CONFIG=/design/flow/config.mk WORK_HOME=/design/flow/orfs finish
--- /design/flow/design.v ---
module symbolic_qkd_register (
    input  logic       clk,
    input  logic       reset,
    input  logic       init,              
    input  logic       read,              
    input  logic [1:0] basis_in,          
    input  logic [1:0] phase_in,          
    input  logic [3:0] identity_in,       
    input  logic [7:0] time_in,           
    output logic [7:0] value_out,         
    output logic       output_enable,     
    input  logic       fuse_blow,
    output logic       pad_enable,        
    output logic       fuse_fire          
);
  logic [7:0] stored_value;
  logic [1:0] basis_tag;
  logic [1:0] phase_tag;
  logic [3:0] authorized_id;
  logic [7:0] valid_time_start;
  logic [7:0] valid_time_end;
  logic       collapsed;     
  logic       kill_latch;    
  logic       fuse_blown;    
  logic [7:0] lfsr;
  always_ff @(posedge clk or posedge reset) begin
    if (reset) begin
      lfsr <= 8'hA5;
    end else begin
      lfsr <= {lfsr[6:0], lfsr[7] ^ lfsr[5] ^ lfsr[4] ^ lfsr[3]};
    end
  end
  always_ff @(posedge clk or posedge reset) begin
    if (reset) begin
      stored_value     <= '0;
      basis_tag        <= 2'b00;
      phase_tag        <= 2'b00;
      authorized_id    <= 4'h0;
      valid_time_start <= 8'd0;
      valid_time_end   <= 8'd0;
      collapsed        <= 1'b0;
      kill_latch       <= 1'b0;
      fuse_blown       <= 1'b0;
      fuse_fire        <= 1'b0;
    end else begin
      fuse_fire <= 1'b0;
      if (fuse_blow) begin
        fuse_blown <= 1'b1;
        kill_latch <= 1'b1;
      end
      if (init && !fuse_blown) begin
        stored_value     <= lfsr;         
        basis_tag        <= lfsr[1:0];    
        phase_tag        <= lfsr[3:2];    
        authorized_id    <= 4'hA;         
        valid_time_start <= 8'd10;        
        valid_time_end   <= 8'd200;
        collapsed        <= 1'b0;
      end
      if (read && !collapsed && !kill_latch && !fuse_blown) begin
        collapsed    <= 1'b1;     
        kill_latch   <= 1'b1;     
        fuse_fire    <= 1'b1;     
        stored_value <= lfsr;     
      end
    end
  end
  wire basis_ok = (basis_in == basis_tag);
  wire phase_ok = (phase_in == phase_tag);
  wire id_ok    = (identity_in == authorized_id);
  wire time_ok  = (time_in >= valid_time_start) && (time_in <= valid_time_end);
  wire live       = (!collapsed) && (!kill_latch) && (!fuse_blown);
  wire authorized = live && basis_ok && phase_ok && id_ok && time_ok;
  always_comb begin
    if (read && authorized)
      value_out = stored_value;    
    else
      value_out = lfsr;            
  end
  assign output_enable = (read && authorized);
  assign pad_enable = output_enable & ~kill_latch & ~fuse_blown;
endmodule
==> out/metrics.cfg <==
[cts]
cts_buffer_depth = 2
clk_pin_slew_ps = 90
htreeDepth = 1
worstSkewPairLatency_ps = 270
cts_made_buffers = 3
clock-root-buffer = clkbuf_8
cts_hold_buffers = 0
cts_tree = done
cts.sinks = 25

[placement]
place.gp.congestion = 0.751
dp_hpwl_um = 2130
place.port_buffers = 31
place_area_um2 = 1730
dp.cells = 237

[routing]
postRouteAntennaNets = 0
drt_iter0_drc = 30
dr.pass1.iters = 3
postRouteWirelength_um = 3030
drc = 0
wl_per_cell_um = 11.9
diodes = 0
via_count = 861
via_per_inst = 3.39

[final_layout]
final_cell_mix = dfrtp_1 (21), buf_6 (17), clkdlybuf4s50_1 (13), buf_4 (13), mux2_2 (12)
syn2layout_area_growth_pct = 65.0
lay_top_count = dfrtp_1
finish.instance_area_um2 = 2000
utilization = 0.226
drive_above_1_share = 0.527
stdcell_count = 254

[worst_hold_path]
min_from = lfsr[6]$_DFF_PP0_
hold_path_end = lfsr[7]$_DFF_PP1_
hold_path_depth = 0
hold_path_class = flop to flop

[floorplanning]
dieArea_um2 = 13500
core_area_um2 = 8850
die_x_um = 116
rows = 34
die_y_um = 116
fp-utilization = 0.137
io_pins = 32

[pwr]
total_leakage_power_uw = 0.000948
p_per_area_nw_per_um2 = 332
ir_drop_mv = 0.118

[worst_setup_path]
r2r-end = stored_value[1]$_DFFE_PP0P_
reg2reg_depth = 5
path_max_fanout = 5
ff2ff_setup_slack_ps = 1190
timing.rr.start = fuse_blown$_DFFE_PP0P_
worstSetupPathType = flop to primary output
critPathCaptureType = primary output
cp-start-kind = flop
cp.required_ps = 2160
worstPathArrival_ps = 2570

[yosys]
postSynthSeqShare = 0.521
syn-cell-area_um2 = 1210
yosys_warnings = 1
syn_avg_cell_area_um2 = 13.6
ys_cells = 89
synth.distinct_cells = 26
ys_area_um2 = 1210
syn_inst = 89
synth_flops = 25

[grt]
grt_pass1_wl_um = 4800
overflow = 0
grt_usage = 0.0450
antenna_found_initial = 0
grt_max_degree = 26
grt_pass1_vias = 929

[status]
violations = negative setup slack
status = finished with violations

[timing]
finalSetupViolCount = 10
finalClockSkew_ps = 4.28
fin_crit_ps = 3110
slew_viol_final = 0
hold_viol_final = 0
fmax_mhz = 322
period_used_share = 1.15
tightest_slew_ps = 338
rsz0062_at_grt = true
layout_setup_ws_ps = -408
slew_headroom = 0.775

[run]
warnings = 28
maxCapViolCount = 0

[critical path, cell delays in order (launching register included)]
cell and delay [ps]:
dfrtp_1 410, buf_6 130, buf_6 110, or3_4 330
a2111oi_4 330, buf_4 190, o2111ai_4 200, buf_6 180
mux2_4 300, buf_6 120
[worst max path at each step]
| stage | from | endpoint | slack [ps] | depth (start not counted) |
|---|---|---|---|---|
| 6_report | valid_time_end[3]$_DFFE_PP0P_ | value_out[1] | -410 | 9 |
| 5_1_grt | valid_time_end[3]$_DFFE_PP0P_ | value_out[1] | -510 | 9 |
| 4_1_cts | valid_time_end[3]$_DFFE_PP0P_ | value_out[3] | -550 | 8 |
[synth_stat cells]
master	instances	area, um2
a2111oi_4	1	27.5
a211oi_1	1	7.51
a21o_1	1	7.51
a21oi_1	1	5.00
clkbuf_1	2	7.51
dfrtp_1	21	526
dfstp_2	4	105
ha_1	5	62.6
inv_1	6	22.5
mux2_2	20	225
nand2_1	2	7.51
nand2b_1	2	12.5
nand3_1	3	15.0
nor2_1	2	7.51
nor2b_1	2	12.5
nor3_1	1	5.00
nor4_2	1	12.5
nor4b_2	1	15.0
o2111ai_4	1	26.3
o21ai_0	1	5.00
or2_2	1	6.26
or3_1	1	6.26
or3_4	1	11.3
or4b_1	1	10.0
xnor2_1	4	35.0
xor2_1	3	26.3
[cell families after synthesis]
logic type      after synthesis  share of synthesized area
flops                        25                      0.521
xor+xnor                      7                     0.0507
simple gates                 18                      0.100
compound gates                6                     0.0652
fa+ha+maj                     5                     0.0517
mux                          20                      0.186
buf+inv                       8                     0.0248
[report_power, final]
| part | switching, uW | total [uW] | internal, uW |
|---|---|---|---|
| combinational | 27.7 | 65.5 | 37.8 |
| clock | 117 | 222 | 104 |
| sequential | 0.869 | 377 | 376 |
| total | 146 | 664 | 518 |
[registers in the layout (all words and copies together) (netlist names)]
register / cells
basis_tag: 2
lfsr: 8
kill_latch: 1
phase_tag: 2
stored_value: 8
valid_time_end: 1
fuse_blown: 1
collapsed: 1
fuse_fire: 1
[per-stage QoR]
stage	setup WS (ps)	power, uW	hold WS, ps	setup TNS (ps)
after floorplan	147	403	366	0
after global placement	-965	445	380	-9360
after detailed placement	-976	445	386	-9450
after CTS	-555	670	408	-4640
after global routing	-514	696	411	-4050
final	-408	664	402	-3040
[layout make-up]
type | count | area, um2
fill | 950 | 6850
multi-input combinational | 57 | 644
sequential | 25 | 631
timing repair buffer | 54 | 515
tap | 108 | 135
clock buffer | 3 | 41.3
inverter | 6 | 22.5
clock inverter | 1 | 7.51
[layer usage]
layer	vias to the layer above	global-route usage	part of all wire
li1	427	-	-
met1	409	0.0592	0.46
met2	25	0.0675	0.44
met3	0	0.0220	0.097
met4	0	0.00584	0
met5	-	0	0
[repair_timing]
action,4_1_cts,5_1_grt
cloned,1,0
pin swaps,7,7
buffers inserted,11,2
endpoints found under the setup margin,10,10
gates resized,66,12
Power figures rest on the tool's default switching activity, not on a simulated workload.
