==> ./design.v <==
module mdi_register (
    input  logic       clk,
    input  logic       reset,
    input  logic       init,
    input  logic       read,             
    input  logic [7:0] value_in,
    input  logic [1:0] basis_in,         
    input  logic       allow_read,       
    output logic [7:0] value_out,        
    output logic       collapsed,        
    output logic [1:0] basis_out,        
    input  logic       fuse_blow,
    output logic       pad_enable,       
    output logic       fuse_fire         
);
  logic [7:0] stored_value;
  logic [1:0] stored_basis;
  logic       kill_latch;    
  logic       fuse_blown;    
  logic [7:0] lfsr;
  always_ff @(posedge clk or posedge reset) begin
    if (reset) begin
      lfsr <= 8'hA5;
    end else begin
      lfsr <= {lfsr[6:0], lfsr[7] ^ lfsr[5] ^ lfsr[4] ^ lfsr[3]};
    end
  end
  always_ff @(posedge clk or posedge reset) begin
    if (reset) begin
      stored_value <= '0;
      stored_basis <= 2'b00;
      basis_out    <= 2'b00;
      collapsed    <= 1'b0;
      kill_latch   <= 1'b0;
      fuse_blown   <= 1'b0;
      fuse_fire    <= 1'b0;
    end else begin
      fuse_fire <= 1'b0;  
      if (fuse_blow) begin
        fuse_blown <= 1'b1;
        kill_latch <= 1'b1;
      end
      if (init && !fuse_blown) begin
        stored_value <= value_in;
        stored_basis <= basis_in;
        basis_out    <= basis_in;
        collapsed    <= 1'b0;
      end
      if (read && !collapsed && !kill_latch && !fuse_blown) begin
        collapsed  <= 1'b1;
        kill_latch <= 1'b1;
        fuse_fire  <= 1'b1;
      end
    end
  end
  wire live = (!collapsed) && (!kill_latch) && (!fuse_blown);
  always_comb begin
    if (read && allow_read && live)
      value_out = stored_value;    
    else
      value_out = lfsr;            
  end
  assign pad_enable = (read && allow_read && live) & ~kill_latch & ~fuse_blown;
endmodule
module mdi_matching_unit (
    input  logic [1:0] basis_a,
    input  logic [1:0] basis_b,
    output logic       grant_read
);
  always_comb begin
    grant_read = (basis_a == basis_b);
  end
endmodule
module mdi_qkd_top (
    input  logic       clk,
    input  logic       reset,
    input  logic       init,
    input  logic       read,
    input  logic [7:0] value_a,
    input  logic [7:0] value_b,
    input  logic [1:0] basis_a,
    input  logic [1:0] basis_b,
    input  logic       fuse_blow_a,
    input  logic       fuse_blow_b,
    output logic [7:0] out_a,
    output logic [7:0] out_b,
    output logic       pad_enable_a,
    output logic       pad_enable_b
);
  logic       grant_read;
  logic [1:0] basis_out_a, basis_out_b;
  logic       collapsed_a, collapsed_b;
  logic       fuse_fire_a, fuse_fire_b;
  mdi_register alice (
    .clk(clk), .reset(reset), .init(init), .read(read),
    .value_in(value_a), .basis_in(basis_a),
    .allow_read(grant_read),
    .value_out(out_a), .collapsed(collapsed_a), .basis_out(basis_out_a),
    .fuse_blow(fuse_blow_a), .pad_enable(pad_enable_a), .fuse_fire(fuse_fire_a)
  );
  mdi_register bob (
    .clk(clk), .reset(reset), .init(init), .read(read),
    .value_in(value_b), .basis_in(basis_b),
    .allow_read(grant_read),
    .value_out(out_b), .collapsed(collapsed_b), .basis_out(basis_out_b),
    .fuse_blow(fuse_blow_b), .pad_enable(pad_enable_b), .fuse_fire(fuse_fire_b)
  );
  mdi_matching_unit matcher (
    .basis_a(basis_out_a),
    .basis_b(basis_out_b),
    .grant_read(grant_read)
  );
endmodule
==> ./run.sh <==
#!/bin/bash
# OpenROAD 26Q1-2900-gdf79404cd8, Yosys 0.63+post, stock flow scripts
make -C /OpenROAD-flow-scripts/flow DESIGN_CONFIG=/design/flow/config.mk WORK_HOME=/design/flow/orfs finish
==> ./config.mk <==
export PLATFORM = sky130hd
export DESIGN_NAME = mdi_qkd_top
export DESIGN_NICKNAME = mdi_qkd_top
export VERILOG_FILES = /design/flow/design.v
export SDC_FILE = /design/flow/constraint.sdc
export NUM_CORES = 4
export LEC_CHECK = 1
export CORE_UTILIZATION = 40
==> ./constraint.sdc <==
current_design mdi_qkd_top

set clk_period 3.3
set clk_io_pct 0.2

create_clock -name clk0 -period $clk_period [get_ports {clk}]

set non_clock_inputs [all_inputs -no_clocks]
set_input_delay [expr $clk_period * $clk_io_pct] -clock clk0 $non_clock_inputs
set_output_delay [expr $clk_period * $clk_io_pct] -clock clk0 [all_outputs]
==> impl_metrics.ini <==
; synthesis and place-and-route metrics
[critical_path]
path_cells = clkdlybuf4s50_1 -> nor4b_4 -> nand3_2 -> mux2_2 -> clkdlybuf4s50_1
cp-start-kind = input port
crit_type = in -> out
crit_path_frequent_cell = clkdlybuf4s50_1
arrival_ns = 2.47
critPathSlowestCell = clkdlybuf4s50_1
rr_worst_depth = 2
required_ns = 2.64
critPathMaxFanout = 9
r2r_setup_slack_ns = 2.00
critPathCaptureType = output pin
cpPeakStageDelay_ns = 0.49

[grt]
grtUsageTotal_pct = 14.3
grt_antenna_before_repair = 0
grt_pass1_wl_mm = 4.46
grt_pass1_vias = 939
overflow = 0
grt_max_degree = 43

[place]
dp_hpwl_mm = 1.87
dp_slack_ns = 0.192
routabilityCongestion = 0.730
portBuffers = 43

[finish]
lay_top_count = clkdlybuf4s50_1
syn2layout_area_growth_pct = 34.0
fillers = 329
final_cell_mix = clkdlybuf4s50_1, mux2_2, dfrtp_1, dfstp_2, xnor2_1
drive_above_1_share_pct = 38.1

[routing]
totalWireLength_mm = 2.81
dr.pass1.iters = 2
drt_iter0_markers = 31
antenna_cells = 0
postRouteAntennaNets = 0
route.detailed.drc = 0
routedWlPerCell_um = 13.7
vias_per_cell = 4.74
detailroute.via_count = 972

[yosys]
ys_cells = 105
syn_inst = 105
syn-mean-instance-area_um2 = 16.1
yosysWarnings = 2
synth_cell_type_count = 15
netlist_area_um2 = 1690
postSynthSeqShare_pct = 62.8
synth-seq-cells = 42
ys_area_um2 = 1690

[floorplanning]
die_area_um2 = 4490
fp_util_pct = 41.9
fp.dieH_um = 67.0
coreArea_um2 = 4030
io_pins = 44
rows = 23
die_w_um = 67.0

[final_timing]
slew_viol_final = 0
timing_hold_violations_final = 0
finalClockPeriodUsage_pct = 94.7
tightest_slew_ns = 0.505
fin_tns_setup_ns = 0
finalCriticalPeriod_ns = 3.13
setup_viol = 0
rsz0062_at_grt = false
fmax_ghz = 0.320
fin_worst_skew_ns = 0.00689
max-slew-margin-rel_pct = 66.3
layout_setup_ws_ns = 0.174

[clock_network]
htree_levels = 2
path_clk_slew_ns = 0.07
insertion_delay_ns = 0.29
clkSinkCount = 42
cts_resized = 0
cts_made_buffers = 5
root_buffer = clkbuf_8
postCtsSetupRepairBufs = 0
cts.path.max_buffers = 2
cts_tree = yes
ctsHoldBuffers = 0

[job]
tool_warnings = 25
drv_cap = 0

[pwr]
p_leak_nw = 0.987
ir_worst_vdd_mv = 0.290
p_per_area_nw_per_um2 = 417

[min_path]
hold_path.class = reg -> reg
whs_path_depth = 0

[run_status]
outcome = finished, final reports clean
## layout make-up
| cell class | count | area [µm²] | area share, % |
|---|---|---|---|
| tap | 50 | 62.6 | 2.76 |
| inverter | 5 | 18.8 | 0.829 |
| timing repair buffer | 45 | 445 | 19.7 |
| sequential | 42 | 1060 | 46.9 |
| multi-input combinational | 56 | 599 | 26.5 |
| clock buffer | 7 | 76.3 | 3.37 |
## power breakdown
group	total, mW	switching, mW	internal, mW
Combinational	0.0787	0.0257	0.0530
Clock	0.302	0.157	0.146
Sequential	0.563	0.0170	0.546
## flip-flops by register name, summed over array words and instances, names as in the netlist, 2 cells and up
name                count
alice.basis_out         2
alice.lfsr              8
alice.stored_value      8
bob.basis_out           2
bob.lfsr                8
bob.stored_value        8
## logic make-up (layout without fill, tap and decap cells)
logic type | Yosys count | count (layout) | synth area share, %
XOR/XNOR | 8 | 8 | 4.15
buffers and inverters | 7 | 57 | 1.70
AND/OR/NAND/NOR | 10 | 10 | 6.45
multiplexers | 36 | 36 | 24.0
AND-OR/OR-AND | 2 | 2 | 0.889
flip-flops | 42 | 42 | 62.8
## synthesized netlist by cell type
cell type  instances  area share (%)
and2b_2            1            0.52
buf_2              2            0.59
dfrtp_1           34              50
dfstp_2            8              12
inv_1              5             1.1
mux2_2            36              24
nand3_2            2             1.2
nor2b_1            1            0.37
nor4b_4            2             2.8
o21bai_1           2            0.89
or2_2              2            0.74
or3_1              1            0.37
or3_2              1            0.44
xnor2_1            6             3.1
xor2_1             2             1.0
## worst paths after layout
| path | endpoint | startpoint |
|---|---|---|
| setup / recovery | out_a[0] | read |
| hold / removal | bob.lfsr[7] | bob.lfsr[6] |
| setup reg to reg | alice.stored_value[0] | alice.fuse_blown |
| hold reg to reg | bob.lfsr[7] | bob.lfsr[6] |
| max in group asynchronous | alice.lfsr[7] | reset |
| min in group asynchronous | alice.stored_value[1] | reset |
## metal layers
layer | GRT usage [%] | vias up | share of wire, %
met3 | 4.86 | 8 | 7.1
met1 | 23.0 | 478 | 49
li1 | - | 457 | -
met5 | 0 | - | 0
met4 | 2.93 | 0 | 2.1
met2 | 19.6 | 29 | 42
## worst max-delay path, delay by kind of cell
kind	cells	cell delay [ns]
simple gates	2	0.54
mux	1	0.32
buf+inv	2	0.95
## through the flow
step           area (µm²)  hold WS (ns)  power [mW]  utilization [%]  cells
2_1_floorplan        1690         0.349       0.612                -    105
3_3_place_gp         2190         0.356       0.651             54.3    198
3_5_place_dp         2190         0.364       0.653             54.3    198
4_1_cts              2260         0.377       0.962             56.2    205
5_1_grt              2260         0.381       0.992             56.2    205
6_report             2260         0.378       0.944             56.2    205
Power figures rest on the tool's default switching activity, not on a simulated workload.
