==> design/flow/design.v <==
module qkd_entangled_pair (
    input  logic       clk,
    input  logic       reset,
    input  logic       init,             
    input  logic       read_A,           
    input  logic       read_B,
    input  logic [1:0] basis_A,
    input  logic [1:0] basis_B,
    output logic [7:0] out_A,            
    output logic [7:0] out_B,
    output logic       valid_A,          
    output logic       valid_B,
    input  logic       fuse_blow,        
    output logic       pad_enable_A,     
    output logic       pad_enable_B,
    output logic       fuse_fire         
);
  logic [7:0] entangled_value;
  logic [1:0] entangled_basis;
  logic       collapsed;      
  logic       kill_latch;     
  logic       fuse_blown;     
  logic [7:0] lfsr;
  always_ff @(posedge clk or posedge reset) begin
    if (reset) begin
      lfsr <= 8'hA5;
    end else begin
      lfsr <= {lfsr[6:0], lfsr[7] ^ lfsr[5] ^ lfsr[4] ^ lfsr[3]};
    end
  end
  always_ff @(posedge clk or posedge reset) begin
    if (reset) begin
      entangled_value <= '0;
      entangled_basis <= 2'b00;
      collapsed       <= 1'b0;
      kill_latch      <= 1'b0;
      fuse_blown      <= 1'b0;
      fuse_fire       <= 1'b0;
    end else begin
      fuse_fire <= 1'b0;   
      if (fuse_blow) begin
        fuse_blown <= 1'b1;
        kill_latch <= 1'b1;
      end
      if (init && !fuse_blown) begin
        entangled_value <= lfsr;          
        entangled_basis <= lfsr[1:0];     
        collapsed       <= 1'b0;
      end
      if ((read_A || read_B) && !collapsed && !kill_latch && !fuse_blown) begin
        collapsed       <= 1'b1;
        kill_latch      <= 1'b1;
        fuse_fire       <= 1'b1;
        entangled_value <= lfsr;  
      end
    end
  end
  wire live = (!collapsed) && (!kill_latch) && (!fuse_blown);
  wire auth_A = live && (basis_A == entangled_basis);
  wire auth_B = live && (basis_B == entangled_basis);
  always_comb begin
    out_A   = (read_A && auth_A) ? entangled_value : lfsr;
    out_B   = (read_B && auth_B) ? entangled_value : lfsr;
    valid_A = (read_A && auth_A);
    valid_B = (read_B && auth_B);
  end
  assign pad_enable_A = valid_A & ~kill_latch & ~fuse_blown;
  assign pad_enable_B = valid_B & ~kill_latch & ~fuse_blown;
endmodule
==> design/flow/run.sh <==
#!/bin/bash
# OpenROAD 26Q1-2900-gdf79404cd8, Yosys 0.63+post, stock flow scripts
make -C /OpenROAD-flow-scripts/flow DESIGN_CONFIG=/design/flow/config.mk WORK_HOME=/design/flow/orfs finish
==> design/flow/config.mk <==
export PLATFORM = sky130hd
export DESIGN_NAME = qkd_entangled_pair
export DESIGN_NICKNAME = qkd_entangled_pair
export VERILOG_FILES = /design/flow/design.v
export SDC_FILE = /design/flow/constraint.sdc
export NUM_CORES = 4
export LEC_CHECK = 1
export CORE_AREA = 10 10 91 91
export DIE_AREA = 0 0 101 101
==> design/flow/constraint.sdc <==
current_design qkd_entangled_pair

set clk_period 3.0
set clk_io_pct 0.2

create_clock -name clk0 -period $clk_period [get_ports {clk}]

set non_clock_inputs [all_inputs -no_clocks]
set_input_delay [expr $clk_period * $clk_io_pct] -clock clk0 $non_clock_inputs
set_output_delay [expr $clk_period * $clk_io_pct] -clock clk0 [all_outputs]
==> impl_metrics.ini <==
; implementation run metrics
[run_status]
outcome = complete, no violations

[layout]
final_cell_mix = clkdlybuf4s50_1, mux2_2, dfrtp_1
final_common_cell = clkdlybuf4s50_1
final_cells = 185
area_growth_syn_to_layout_pct = 44.67
nFillCells = 664
postLayoutCoreUtil_pct = 23.80
logic_area_um2 = 474.2
layout-drive-gt1-share_pct = 38.89
regArea_um2 = 555.5

[yosys]
ys_types = 16
largest_area_cell = dfrtp_1
yosysSeqAreaShare_pct = 53.17
ys_ff = 22
topCellsByArea = dfrtp_1, mux2_2, dfstp_2
top_area_share_pct = 43.11
postSynthAreaPerCell_um2 = 14.31
synth_warnings = 1
postSynthCellCount = 73
yosysChipArea_mm2 = 0.001045
synth_area_mm2 = 0.001045
ys_cells = 73

[routing]
routed_via_density = 3.557
post-route-drc-count = 0
drtPass1Iterations = 2
drtAntennaViolNets = 0
insertedDiodeCount = 0
drtIter0Drc = 5
vias = 658
drt-total-wl_mm = 2.482
wl_per_cell_um = 13.42

[pwr]
power_uw = 535.5
power.density_mw_per_mm2 = 354.3
vdd_drop_max_uv = 260.4
p_leak_uw = 0.0006731

[final_timing]
tightest_slew_ps = 574.4
hold_viol = 0
max_freq_ghz = 0.3459
min_period_ps = 2891
setup_tns_ps = 0
finalSetupViolations = 0
relSlewSlack_pct = 61.71
fin_skew_ps = 6.738
layout_worst_path_cycle_share_pct = 96.38
setup_slack_ps = 108.6
final_max_slew_viol_count = 0
rsz0062_at_grt = false

[clocking]
worstSkewPairLatency_ps = 260
cts-buffers-inserted = 3
htreeDepth = 1
cts-root-buf = clkbuf_8
cts_tree = done
postCtsSetupBuffers = 0
clk_pin_slew_ps = 80
cts_sinks = 22
clk_path_buf_depth = 2

[place]
io_buffer_count = 30
place_inst = 181
gp_congestion = 0.7235
post-place-ws_ps = 67.91

[critical_path]
r2r-end = entangled_value[1]
critPathMaxStageDelay_ps = 470
crit_path_start_kind = input pin
crit_slowest_cell = clkdlybuf4s50_1
path_buffers = 2
reg2reg_from = kill_latch
cp_top_family = buffers and inverters
ff2ff_path_depth = 4
path_max_fanout = 10
path_cells = clkdlybuf4s50_1, xnor2_1, nand4_4, mux2_2, clkdlybuf4s50_1
crit_top_cell = clkdlybuf4s50_1
cp_num_cells = 5
critPathCaptureType = output pin
worstPathArrival_ps = 2290
startpoint = basis_B[0]
reg2reg_slack_ps = 1400
cp.required_ps = 2400
criticalPathCategory = in -> out
setup.worst_path.end = out_B[0]

[die]
die_x_um = 101
die_h_um = 101
num_io_pins = 31
core.rowCount = 29
dieArea_mm2 = 0.01020
floorplan.core_util_pct = 16.45
core_area_mm2 = 0.006350

[global_routing]
grt_max_degree = 23
grtUsageTotal_pct = 4.826
overflow = 0
grt_pass1_vias = 703
antenna_found_initial = 0
grt_pass1_wl_mm = 3.884

[hold_path]
hp-class = reg -> reg

[flow_run]
warnings = 25
drv_cap = 0
worst min-delay path by stage:
stage	cells past startpoint	from	endpoint
finish	0	lfsr[6]	lfsr[7]
global route	0	lfsr[2]	lfsr[3]
CTS	0	lfsr[6]	lfsr[7]
registers in the layout, indices dropped and copies added (netlist names):
name	flops
entangled_value	8
fuse_fire	1
fuse_blown	1
lfsr	8
collapsed	1
kill_latch	1
entangled_basis	2
per-stage QoR:
| stage | hold slack, ps | cell area (µm²) |
|---|---|---|
| after floorplan | 379.2 | 1045 |
| after global placement | 400.7 | 1449 |
| after detailed placement | 404.2 | 1449 |
| after CTS | 415.6 | 1504 |
| after global routing | 426.6 | 1511 |
| final | 412.0 | 1511 |
logic make-up after synthesis:
kind of cell / count (synthesis) / share of synthesized area (%)
multiplexers: 26 / 28.02
XOR/XNOR: 7 / 5.868
buffers and inverters: 6 / 2.156
AND/OR/NAND/NOR: 8 / 8.265
flip-flops: 22 / 53.17
AND-OR/OR-AND: 4 / 2.514
power by group:
| part | internal (µW) | switching, µW |
|---|---|---|
| Sequential | 298 | 1.23 |
| Clock | 117 | 92.6 |
| Combinational | 14.1 | 13.1 |
per-layer routing:
metal / global-route usage, % / routed length, µm
met5: 0 / 0
met4: 0.2144 / 12
met3: 2.010 / 163
met2: 7.617 / 1130
met1: 6.393 / 1175
layout make-up:
cell class | count | share of cell area [%]
sequential | 22 | 36.75
tap | 77 | 6.374
clock buffer | 4 | 3.642
timing repair buffer | 31 | 20.36
multi-input combinational | 45 | 31.37
inverter | 6 | 1.490
Yosys cell counts, drive strengths merged:
cell type,n
inv,6
o21a,1
nand2b,1
xnor2,6
or2,1
or3,1
nand4,2
xor2,1
a21oi,1
dfrtp,18
nor3,1
dfstp,4
mux2,26
o21ai,2
nor2,2
repair_timing:
action                     in CTS  in global routing
setup endpoints to repair       0                  7
gates resized                   0                  1
hold buffers                    0                  0
Power is estimated from default activity; no workload was simulated.
